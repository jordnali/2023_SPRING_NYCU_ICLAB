==> flow/design.v <==
package usertype;
typedef enum logic [3:0] { 
	No_action	= 4'd0,
	Buy				= 4'd1,
	Check			= 4'd2,
	Deposit		= 4'd4, 
	Return		= 4'd8 
}	Action ;
typedef enum logic [3:0] { 
	No_Err					= 4'b0000,  
	INV_Not_Enough	= 4'b0010,  
	Out_of_money		= 4'b0011,  
	INV_Full				= 4'b0100,  
	Wallet_is_Full	= 4'b1000,  
	Wrong_ID				= 4'b1001,  
	Wrong_Num				= 4'b1100,  
	Wrong_Item			= 4'b1010,  
	Wrong_act				= 4'b1111   
}	Error_Msg ;
typedef enum logic [1:0]	{ 
	Platinum	= 2'b00,
	Gold			= 2'b01,
	Silver		= 2'b10,
	Copper		= 2'b11
}	User_Level ;				
typedef enum logic [1:0] {
	No_item	= 2'd0,
	Large		= 2'd1,
	Medium	= 2'd2,
	Small		= 2'd3
}	Item_id ;
typedef logic [7:0] User_id;
typedef logic [5:0] Item_num;
typedef logic [15:0] Money;
typedef logic [11:0] EXP;
typedef logic [15:0] Item_num_ext;
typedef struct packed {
	Item_id		item_ID;
	Item_num	item_num;
	User_id		seller_ID;
}	Shopping_His;  
typedef struct packed {
	Item_num		large_num;
	Item_num		medium_num;
	Item_num		small_num;
	User_Level	level;
	EXP					exp;
}	Shop_Info;  
typedef struct packed {
	Money money; 
	Shopping_His shop_history;
}	User_Info;  
typedef union packed { 	
	Money					d_money;
	User_id	[1:0]	d_id;
	Action	[3:0]	d_act;
	Item_id	[7:0]	d_item;
	Item_num_ext	d_item_num;
} DATA;
endpackage
import usertype::*;  
module SUBWAY(
    clk,
    rst_n,
    in_valid,
    init,
    in0,
    in1,
    in2,
    in3,
    out_valid,
    out
);
input clk, rst_n;
input in_valid;
input [1:0] init;
input [1:0] in0, in1, in2, in3; 
output reg       out_valid;
output reg [1:0] out;
parameter S_IDLE=0;
parameter S_IN_DATA=1;
parameter S_EXE=2;
parameter S_OUT=3;
integer i;
reg [3:0] current_state, next_state;
reg [5:0] cnt_in_data;
reg [5:0] cnt_out;
reg [1:0] map0 [0:63];
reg [1:0] map1 [0:63];
reg [1:0] map2 [0:63];
reg [1:0] map3 [0:63];
reg [1:0] t_location [0:7];
reg [7:0] inf6 [0:7];
reg [1:0] answer4 [0:6];
reg [1:0] answer5 [0:6];
reg [1:0] answer6 [0:6];
reg [1:0] answer7 [0:6];
reg [1:0] out_answer2 [0:30];
reg [1:0] out_answer [0:31];
reg [1:0] out_reg [0:62];
always@(posedge clk or negedge rst_n) begin
    if(!rst_n)
        current_state <= 0;
    else
        current_state <= next_state;
end
always@(*) begin
    case(current_state)
        S_IDLE      : next_state = (in_valid)? S_IN_DATA:S_IDLE;
        S_IN_DATA   : next_state = (cnt_in_data==63)? S_EXE:S_IN_DATA;
        S_EXE       : next_state = S_OUT;
        S_OUT       : next_state = (cnt_out==63)? S_IDLE:S_OUT;
        default     : next_state = S_IDLE;
    endcase
end
always@(posedge clk or negedge rst_n) begin
    if(!rst_n)
        cnt_in_data <= 0;
    else begin 
        if(next_state==S_IN_DATA && cnt_in_data<=62)
            cnt_in_data <= cnt_in_data+1;
        else 
            cnt_in_data <= 0;
    end 
end
always@(posedge clk or negedge rst_n) begin
    if(!rst_n)
        cnt_out <= 0;
    else begin 
        if(next_state==S_OUT && cnt_out<=62)
            cnt_out <= cnt_out+1;
        else 
            cnt_out <= 0;
    end 
end
always@(posedge clk or negedge rst_n) begin
    if(!rst_n) begin
        for(i=0;i<=63;i=i+1)
            map0[i] <= 0;    
    end
    else begin
        if(next_state==S_IN_DATA)
            map0[cnt_in_data] <= in0;
    end
end
always@(posedge clk or negedge rst_n) begin
    if(!rst_n) begin
        for(i=0;i<=63;i=i+1)
            map1[i] <= 0;    
    end
    else begin
        if(next_state==S_IN_DATA)
            map1[cnt_in_data] <= in1;
    end
end
always@(posedge clk or negedge rst_n) begin
    if(!rst_n) begin
        for(i=0;i<=63;i=i+1)
            map2[i] <= 0;    
    end
    else begin
        if(next_state==S_IN_DATA)
            map2[cnt_in_data] <= in2;
    end
end
always@(posedge clk or negedge rst_n) begin
    if(!rst_n) begin
        for(i=0;i<=63;i=i+1)
            map3[i] <= 0;    
    end
    else begin
        if(next_state==S_IN_DATA)
            map3[cnt_in_data] <= in3;
    end
end
always@(posedge clk or negedge rst_n) begin 
    if(!rst_n) begin
        for(i=0;i<=7;i=i+1)
            t_location[i] <= 0;
    end
    else begin
        if(in_valid) begin
            if(cnt_in_data==0)
                t_location[0] <= init;
            for(i=1;i<=7;i=i+1) begin
                if(cnt_in_data==(8*i))
                    if(in0==0)
                        t_location[i] <= 0;
                    else if(in1==0)
                        t_location[i] <= 1;
                    else if(in2==0)
                        t_location[i] <= 2;
                    else
                        t_location[i] <= 3;
            end
        end
    end
end
always @(posedge clk or negedge rst_n) begin
    if(!rst_n) begin
        for(i=0;i<=7;i=i+1)
            inf6[i] <= 0;
    end
    else begin
        if(in_valid) begin
            for(i=0;i<=7;i=i+1) begin
                if(cnt_in_data==(6+8*i)) begin
                    inf6[i] <= {in3, in2, in1, in0};
                end
            end
        end
    end
end
always@(*) begin
    if(cnt_in_data==57) begin
        for(i=0;i<=6;i=i+1) begin
            if(t_location[i] <= t_location[i+1]) begin
                if((t_location[i+1] - t_location[i])==3)
                    answer4[i] =  2'd1;
                else
                    answer4[i] =  2'd0;
            end
            else begin
                if((t_location[i] - t_location[i+1])==3)
                    answer4[i] =  2'd2;
                else
                    answer4[i] =  2'd0;
            end
        end
    end
    else begin
        for(i=0;i<=6;i=i+1)
            answer4[i] = 0;
    end
end
always@(*) begin
    if(cnt_in_data==57) begin
        for(i=0;i<=6;i=i+1) begin
            if(t_location[i] <= t_location[i+1]) begin
                if((t_location[i+1] - t_location[i])==3 || (t_location[i+1] - t_location[i])==2)
                    answer6[i] = 2'd1;
                else
                    answer6[i] = 2'd0;
            end
            else begin
                if((t_location[i] - t_location[i+1])==3 || (t_location[i] - t_location[i+1])==2)
                    answer6[i] = 2'd2;
                else 
                    answer6[i] = 2'd0;
            end
        end
    end
    else begin
        for(i=0;i<=6;i=i+1)
            answer6[i] = 0;
    end
end
always@(*) begin
    if(cnt_in_data==57) begin
        for(i=0;i<=6;i=i+1) begin
            if(t_location[i] <= t_location[i+1]) begin
                if(t_location[i] == t_location[i+1])
                    answer7[i] = 2'd0;
                else
                    answer7[i] = 2'd1;
            end
            else begin
                answer7[i] = 2'd2;
            end
        end
    end
    else begin
        for(i=0;i<=6;i=i+1)
            answer7[i] = 0;
    end
end
always@(*) begin
    if(cnt_in_data==57) begin
        for(i=0;i<=6;i=i+1) begin
            if((t_location[i+1] - t_location[i])==3) begin
                if(inf6[i][3:2]==2'b01)
                    answer5[i] = 2'd3;
                else
                    answer5[i] = 2'd0;
            end
            else if((t_location[i] - t_location[i+1])==3) begin
                if(inf6[i][5:4]==2'b01)
                    answer5[i] = 2'd3;
                else
                    answer5[i] = 2'd0;
            end
            else begin
                case(t_location[i])
                    2'd0:begin
                        if(inf6[i][1:0]==2'b01)
                            answer5[i] = 2'd3;
                        else 
                            answer5[i] = 2'd0;
                    end
                    2'd1:begin
                        if(inf6[i][3:2]==2'b01)
                            answer5[i] = 2'd3;
                        else 
                            answer5[i] = 2'd0;
                    end
                    2'd2:begin
                        if(inf6[i][5:4]==2'b01)
                            answer5[i] = 2'd3;
                        else 
                            answer5[i] = 2'd0;
                    end
                    default:begin
                        if(inf6[i][7:6]==2'b01)
                            answer5[i] = 2'd3;
                        else 
                            answer5[i] = 2'd0;
                    end
                endcase
            end
        end
    end
    else begin
        for(i=0;i<=6;i=i+1)
            answer5[i] = 0;
    end
end
always @(posedge clk or negedge rst_n) begin
    if(!rst_n) begin
        for(i=0;i<=30;i=i+1)
            out_answer2[i] <= 0;
    end
    else  begin
        if(cnt_in_data==57) begin
            for(i=0;i<=6;i=i+1) begin
                out_answer2[4*i] <= answer4[i];
                out_answer2[4*i+1] <= answer5[i];
                out_answer2[4*i+2] <= answer6[i];
                out_answer2[4*i+3] <= answer7[i];
            end
                out_answer2[28] <= 0;
                out_answer2[29] <= 0;
                out_answer2[30] <= 0;
        end
        else if(cnt_in_data==63) begin
            case(t_location[7])
                2'd0:begin
                    if(inf6[7][1:0]==2'b01)
                            out_answer2[29] <= 2'd3;
                        else 
                            out_answer2[29] <= 2'd0;
                end
                2'd1:begin
                    if(inf6[7][3:2]==2'b01)
                            out_answer2[29] <= 2'd3;
                        else 
                            out_answer2[29] <= 2'd0;
                end
                2'd2:begin
                    if(inf6[7][5:4]==2'b01)
                            out_answer2[29] <= 2'd3;
                        else 
                            out_answer2[29] <= 2'd0;
                end
                2'd3:begin
                    if(inf6[7][7:6]==2'b01)
                            out_answer2[29] <= 2'd3;
                        else 
                            out_answer2[29] <= 2'd0;
                end
            endcase
        end
        else if(next_state==S_IDLE) begin
            for(i=0;i<=30;i=i+1)
                out_answer2[i] <= 0;
        end
    end
end
always @(posedge clk or negedge rst_n) begin
    if(!rst_n) begin
        for(i=0;i<=31;i=i+1)
            out_answer[i] <= 0;
    end
    else begin
        if(next_state==S_IN_DATA) begin
            if(cnt_in_data==5) begin
                if(t_location[0]==0) begin
                    if(map0[2]==2'b01)
                            out_answer[1] <= 2'd3;
                    if(map0[4]==2'b01)
                            out_answer[3] <= 2'd3;
                end
                else if(t_location[0]==1) begin
                    if(map1[2]==2'b01)
                            out_answer[1] <= 2'd3;
                    if(map1[4]==2'b01)
                            out_answer[3] <= 2'd3;
                end
                else if(t_location[0]==2) begin
                    if(map2[2]==2'b01)
                            out_answer[1] <= 2'd3;
                    if(map2[4]==2'b01)
                            out_answer[3] <= 2'd3;
                end
                else begin
                    if(map3[2]==2'b01)
                            out_answer[1] <= 2'd3;
                    if(map3[4]==2'b01)
                            out_answer[3] <= 2'd3; 
                end
                out_answer[0] <= 2'd0;
                out_answer[2] <=2'd0;
            end  
            for(i=1;i<=7;i=i+1) begin
                if(cnt_in_data==(5+8*i)) begin
                    if(map0[8*i]==0) begin
                        if(map0[2+8*i]==2'b01)
                            out_answer[1+4*i] <= 2'd3;
                        if(map0[4+8*i]==2'b01)
                            out_answer[3+4*i] <= 2'd3;
                    end
                    else if(map1[8*i]==0) begin
                        if(map1[2+8*i]==2'b01)
                            out_answer[1+4*i] <= 2'd3;
                        if(map1[4+8*i]==2'b01)
                            out_answer[3+4*i] <= 2'd3;
                    end
                    else if(map2[8*i]==0) begin
                        if(map2[2+8*i]==2'b01)
                            out_answer[1+4*i] <= 2'd3;
                        if(map2[4+8*i]==2'b01)
                            out_answer[3+4*i] <= 2'd3;
                    end
                    else begin
                        if(map3[2+8*i]==2'b01)
                            out_answer[1+4*i] <= 2'd3;
                        if(map3[4+8*i]==2'b01)
                            out_answer[3+4*i] <= 2'd3; 
                    end       
                    out_answer[4*i] <= 2'd0;
                    out_answer[4*i+2] <= 2'd0;
                end
            end
        end
        else if(next_state==S_IDLE) begin
            for(i=0;i<=31;i=i+1)
                out_answer[i] <= 0;
        end
    end
end
always @(posedge clk or negedge rst_n) begin
    if(!rst_n) begin
        for(i=0;i<=62;i=i+1)
            out_reg[i] <= 0;
    end
    else begin
        if(next_state==S_EXE) begin
            for(i=0;i<=7;i=i+1) begin
                out_reg[8*i] <= out_answer[4*i];
                out_reg[8*i+1] <= out_answer[4*i+1];
                out_reg[8*i+2] <= out_answer[4*i+2];
                out_reg[8*i+3] <= out_answer[4*i+3];
            end
            for(i=0;i<=6;i=i+1) begin
                out_reg[8*i+4] <= out_answer2[4*i];
                out_reg[8*i+5] <= out_answer2[4*i+1];
                out_reg[8*i+6] <= out_answer2[4*i+2];
                out_reg[8*i+7] <= out_answer2[4*i+3];
            end
        end
        else if(next_state==S_OUT) begin
            out_reg[60] <= out_answer2[28];
            out_reg[61] <= out_answer2[29];
            out_reg[62] <= out_answer2[30];
        end
        else if(next_state==S_IDLE) begin
            for(i=0;i<=62;i=i+1)
                out_reg[i] <= 0;
    end
    end
end
always @(posedge clk or negedge rst_n) begin
    if(!rst_n)
        out_valid <= 0;
    else begin
        if(next_state==S_OUT)
            out_valid <= 1;
        else 
            out_valid <= 0;
    end
end
always @(posedge clk or negedge rst_n) begin
    if(!rst_n) begin
        out <= 0;
    end
    else begin
        if(next_state==S_OUT) begin
            out <= out_reg[cnt_out];
        end
        else
            out <= 0;
    end
end
endmodule
==> flow/run.sh <==
#!/bin/bash
# OpenROAD 26Q1-2900-gdf79404cd8, Yosys 0.63+post, stock flow scripts
make -C /OpenROAD-flow-scripts/flow DESIGN_CONFIG=/design/flow/config.mk WORK_HOME=/design/flow/orfs finish
==> flow/config.mk <==
export PLATFORM = sky130hd
export DESIGN_NAME = SUBWAY
export DESIGN_NICKNAME = SUBWAY
export VERILOG_FILES = /design/flow/design.v
export SDC_FILE = /design/flow/constraint.sdc
export NUM_CORES = 4
export LEC_CHECK = 1
export CORE_UTILIZATION = 40
==> flow/constraint.sdc <==
current_design SUBWAY

set clk_period 18.4
set clk_io_pct 0.2

create_clock -name clk0 -period $clk_period [get_ports {clk}]

set non_clock_inputs [all_inputs -no_clocks]
set_input_delay [expr $clk_period * $clk_io_pct] -clock clk0 $non_clock_inputs
set_output_delay [expr $clk_period * $clk_io_pct] -clock clk0 [all_outputs]
==> metrics.yaml <==
placed_design:
  io_buffer_count: 15
  place_area_um2: 19700
  gp_congestion: 0.912
  dp_hpwl_mm: 28.8
pwr:
  peakVddDrop_uv: 65.3
  p_sw_mw: 0.556
  p_leak_nw: 9.87
  seqPwrFrac_pct: 46.6
  intPower_mw: 1.58
  switching_share_pct: 26.0
  power.share.combinational_pct: 13.3
  power_frac_clock_pct: 40.1
  p_per_area_nw_per_um2: 101
yosys:
  ff_type: "dfrtp_1"
  ys_types: 71
  synthCells: 1751
  synth-edff-count: 0
  synth_warnings: 14
  yosys_area_um2: 18900
  syn_area_um2: 18900
  yosysSeqAreaShare_pct: 53.0
  ys_ff: 401
  ys_async_sr_fraction_pct: 100
  ys_cells: 1751
  avgSynthCellArea_um2: 10.8
drt:
  route.detailed.drc: 0
  dr.pass1.iters: 5
  drtIter0Drc: 880
  totalWireLength_mm: 44.4
  post_drt_wl_per_cell_um: 18.6
  viasPerCell: 5.35
  n_antenna_cell: 0
  ant_nets: 0
  num_vias: 12800
clock_tree:
  h-tree-depth: 2
  cts.hold.buffers_added: 0
  cts_made_buffers: 43
  cts_setup_buffers: 0
  path_clk_slew_ns: 0.06
  clock_sinks: 401
  cts_resized: 0
  root_buffer: "clkbuf_16"
  cts_tree: "built"
  clock.latency.late_pin_ns: 0.55
  cts.path.max_buffers: 3
setup_path:
  crit_slowest_cell: "nor2_1"
  critPathCaptureType: "flop"
  cp_common_cell: "buf_4"
  critPathLaunchType: "primary input"
  critical_path.top_delay_family: "buffers and inverters"
  slowest_delay_ns: 0.63
  crit_required_ns: 18.83
  worstPathMaxFanout: 70
  cp.arrival_ns: 7.49
  crit_chain: "clkdlybuf4s50_1 > a22o_2 > nor2_8 > buf_4 > inv_2 > buf_4 > ha_1 > buf_4 > nand2_1 > nor2_1 > mux2_2"
  critPathKind: "primary input to flop"
  cp_num_buf_inv: 5
floorplan:
  initial_core_util_pct: 40.6
  fp.dieArea_um2: 48200
  dieWidth_um: 220
  rows: 79
  fp.dieH_um: 220
  core_um2: 46700
  ios: 16
worst_hold_path:
  hp-class: "flop to flop"
final_layout:
  layout_top_cells: "dfrtp_1, nand2_1, mux2_2"
  largest_reg_flops: 68
  lay_top_count: "dfrtp_1"
  syn_to_final_growth_pct: 11.3
  fin_util_pct: 45.2
  final_area_um2: 21100
  drive_gt1_share_pct: 18.4
sta:
  fin_worst_skew_ns: 0.0139
  setup_viol: 0
  hold_viol_final: 0
  relSlewSlack_pct: 49.0
  setup_tns_ns: 0
  holdWs_ns: 0.459
  layout_min_cycle_time_ns: 7.05
  period_used_pct: 38.3
  worstMarginPinSlew_ns: 0.765
  slew_violations: 0
  rsz0062_at_grt: "false"
  fmax_ghz: 0.142
grt:
  grt_util_all_layers_pct: 20.0
  grt_max_degree: 85
  grt_pass1_wl_mm: 72.0
  grt_pass1_vias: 13000
  overflow: 0
  antenna_found_initial: 0
flow_run:
  tool_warnings: 62
  maxCapViolCount: 0
run_status:
  status: "finished, final reports clean"
[per-layer routing]
metal | GRT usage (%) | wire length, um | vias to the layer above
met5 | 0 | 0 | -
met4 | 3.77 | 1010 | 0
met3 | 5.05 | 2830 | 74
met2 | 29.7 | 19900 | 270
li1 | - | - | 6111
met1 | 31.1 | 20700 | 6341
[stage by stage]
| step | std cells | setup WS, ns | power (mW) |
|---|---|---|---|
| 5_1_grt | 2394 | 11.08 | 2.24 |
| 3_5_place_dp | 2317 | 10.76 | 1.30 |
| 4_1_cts | 2394 | 11.31 | 2.16 |
| 6_report | 2394 | 11.35 | 2.14 |
| 3_3_place_gp | 2317 | 10.78 | 1.29 |
| 2_1_floorplan | 1751 | 12.72 | 1.19 |
[tightest hold or removal path, delay by kind of cell (launching register included)]
family,cells,cell delay (ns)
simple gates,2,0.09
flops,1,0.33
[synthesized netlist by cell type (all sizes together), types with 26 or more instances]
cell type  instances  area (um^2)
dfrtp            400        10000
nand2            266          998
mux2             204         2300
o21ai            107          536
inv              102          383
nor2             101          450
nand3             92          465
ha                54          676
clkbuf            46          173
buf               37          229
nand2b            28          175
nand3b            26          195
[path summary, 6_finish.rpt]
kind                                       startpoint                         end  slack, ns  cells after the start
max                                          in_valid     map0[36][1]$_DFFE_PN0P_      11.35                     11
min                        out_reg[29][0]$_DFFE_PN0P_  out_reg[29][0]$_DFFE_PN0P_       0.46                      2
max reg2reg                      cnt_out[0]$_DFF_PN0_     map0[36][1]$_DFFE_PN0P_      13.67                     14
min reg2reg                out_reg[29][0]$_DFFE_PN0P_  out_reg[29][0]$_DFFE_PN0P_       0.46                      2
max in group asynchronous                       rst_n      inf6[6][0]$_DFFE_PN0P_      13.32                      3
min in group asynchronous                       rst_n  out_reg[14][1]$_DFFE_PN0P_       3.14                      1
[logic make-up after synthesis]
group	after synthesis	synth area share, %
simple gates	595	14.9
flops	401	53.0
compound gates	280	9.96
mux	213	12.6
buf+inv	185	4.14
fa+ha+maj	68	5.04
xor+xnor	9	0.416
[final cells by class]
type	count	area (um^2)
Clock buffer	65	1260
Clock inverter	12	154
Multi-Input combinational cell	1165	8140
Sequential cell	401	10000
Timing Repair Buffer	42	358
Tap cell	607	759
Fill cell	4211	25600
Inverter	102	383
[power groups by stage]
stage                 combinational, mW  clock [mW]  sequential [mW]
final                             0.284       0.857            0.997
after global routing              0.318       0.914             1.01
after CTS                         0.286       0.879            0.997
Power and IR drop assume default switching activity.
